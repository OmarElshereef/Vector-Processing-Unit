===== /design/flow/config.mk =====
export PLATFORM = sky130hd
export DESIGN_NAME = ssn
export DESIGN_NICKNAME = ssn
export VERILOG_FILES = /design/flow/design.v
export SDC_FILE = /design/flow/constraint.sdc
export NUM_CORES = 4
export LEC_CHECK = 1
export CORE_AREA = 10 10 763 763
export DIE_AREA = 0 0 773 773

===== /design/flow/constraint.sdc =====
current_design ssn

set clk_period 6.7
set clk_io_pct 0.2

create_clock -name clk0 -period $clk_period

set non_clock_inputs [all_inputs -no_clocks]
set_input_delay [expr $clk_period * $clk_io_pct] -clock clk0 $non_clock_inputs
set_output_delay [expr $clk_period * $clk_io_pct] -clock clk0 [all_outputs]

===== /design/flow/design.v =====
`timescale 1ns / 1ps
package RISCV_PKG;
    parameter 
    REG_WIDTH = 64,                      
    REG_COUNT = 32,                      
    ADDRESS_PORT_W = $clog2(REG_COUNT),  
    MLEN = 512,                          
    VLEN = 1024,                         
    ELEN = 64,                           
    BYTE = 8,                            
    NUM_LAYERS = $clog2(MLEN/BYTE),      
    OFFSET_W = $clog2(REG_WIDTH/BYTE),   
    MLENB = MLEN/BYTE,                   
    VLENB = VLEN/BYTE,                   
    ELENB = ELEN/BYTE                    
    ; 
endpackage
package vec_uop_pkg;
    typedef enum logic [1:0] {
        FU_ALU      = 2'b00,     
        FU_LOAD     = 2'b01,     
        FU_STORE    = 2'b10,     
        FU_MASK     = 2'b11      
    } fu_t;
    typedef struct packed {
        logic           valid;
        fu_t            fu;              
        logic [6:0]     opcode;          
        logic [2:0]     funct3;          
        logic [5:0]     funct6;          
        logic [4:0]     vs1;             
        logic [4:0]     vs2;             
        logic [4:0]     vd;              
        logic [9:0]     chunk_index;     
        logic           last_chunk;      
        logic [3:0]     active_lanes;    
        logic [6:0]     eew;             
        logic           mask_en;         
        logic           vta;             
        logic           vma;             
    } vec_uop_t;
endpackage
module in_node #(parameter DATA_WIDTH = 8)(
    input [DATA_WIDTH-1:0] data_in,
    input control_signal,
    output [DATA_WIDTH-1:0] data_out_1,
    output [DATA_WIDTH-1:0] data_out_2
);
    assign data_out_1 = control_signal ? {DATA_WIDTH{1'b0}}: data_in;
    assign data_out_2 = control_signal ? data_in : {DATA_WIDTH{1'b0}};
endmodule
module out_node #(parameter DATA_WIDTH = 8)(
    input [DATA_WIDTH-1:0] data_in_1,
    input [DATA_WIDTH-1:0] data_in_2,
    output [DATA_WIDTH-1:0] data_out
);
    assign data_out = data_in_1[DATA_WIDTH-1] ? data_in_1 : data_in_2;  
endmodule
import RISCV_PKG::*;
module ssn # (
    parameter WIDTH = 9
) (
    input [MLENB-1:0][WIDTH-1:0] data_in,
    input [NUM_LAYERS-1:0][MLENB-1:0] controls,
    output [MLENB-1:0][WIDTH-1:0] data_out
);
    wire [2*MLENB-1:0][WIDTH-1:0] layer_data [0:NUM_LAYERS];
    for (genvar elem = 0; elem < MLENB; elem = elem + 1) begin : elements
        in_node #(WIDTH) node_inst (
            .data_in(data_in[elem]),
            .control_signal(controls[0][elem]),
            .data_out_1(layer_data[0][2*elem]),
            .data_out_2(layer_data[0][2*elem+1])
        );
    end
    for (genvar layer = 1; layer < NUM_LAYERS; layer = layer + 1) begin : layers
        for (genvar elem = 0; elem < MLENB; elem = elem + 1) begin : elements
            localparam shift = elem - (1<<(NUM_LAYERS-layer));
            switch_node #(WIDTH) node_inst (
                .data_in_1(layer_data[layer-1][2*elem]),
                .data_in_2((shift+1 > 0) ? layer_data[layer-1][2*shift+1] : {(WIDTH){1'b0}}),
                .control_signal(controls[layer][elem]),
                .data_out_1(layer_data[layer][2*elem]),
                .data_out_2(layer_data[layer][2*elem+1])
            );
        end
    end
    for (genvar elem = 0; elem < MLENB; elem = elem + 1) begin : output_assign
        out_node #(WIDTH) node_inst (
            .data_in_1(layer_data[NUM_LAYERS-1][2*elem]),
            .data_in_2((elem == 0) ? {(WIDTH){1'b0}} : layer_data[NUM_LAYERS-1][2*elem-1]),
            .data_out(data_out[elem])
        );
    end
endmodule
module switch_node #(parameter DATA_WIDTH = 8)(
    input [DATA_WIDTH-1:0] data_in_1,
    input [DATA_WIDTH-1:0] data_in_2,
    input control_signal,
    output [DATA_WIDTH-1:0] data_out_1,
    output [DATA_WIDTH-1:0] data_out_2
);
    assign data_out_1 = control_signal ? data_in_2 : data_in_1;
    assign data_out_2 = control_signal ? data_in_1 : data_in_2;
endmodule

===== /design/flow/run.sh =====
#!/bin/bash
# OpenROAD 26Q1-2900-gdf79404cd8, Yosys 0.63+post, stock flow scripts
make -C /OpenROAD-flow-scripts/flow DESIGN_CONFIG=/design/flow/config.mk WORK_HOME=/design/flow/orfs finish

==> run_results.csv <==
group,metric,value,unit
global_route,grt_pass1_vias,76000,
cells_and_area,area_growth,62.2,%
timing,fin_crit,6.90,ns
placed_design,routabilityCongestion,1.12,
power,vdd_ir_drop_max,0.0000459,V
routing,drc,0,
power,p_int,4.38,mW
power,leakage,38.8,nW
timing,finalHoldViolCount,0,
die,ios,1536,
placed_design,io_buffers,1536,
timing,max_slew.worst_pin.slew,1.33,ns
cells_and_area,final_cell_mix,"mux2i_1, buf_4, clkdlybuf4s50_1",
routing,wire_per_inst,46.7,um
setup_path,cp_max_fo,23,
routing,via_per_inst,4.64,
timing,finalWorstSetupSlack,-0.200,ns
placed_design,place_ws,-0.412,ns
setup_path,path_cells,"clkdlybuf4s50_1 > buf_4 > nor4b_2 > a31oi_1 > mux2_2 > mux2i_1 > mux2i_1 > mux2i_1 > buf_12",
setup_path,crit_start,"controls[158]",
routing,wirelength,839000,um
yosys,ys_seq_share,0,%
routing,drtAntennaViolNets,0,
timing,slew_violations,0,
status,status,"finished, violations left",
placed_design,numPlacedInstances,17800,
cells_and_area,flops,0,
yosys,avgSynthCellArea,7.07,um^2
timing,max_freq,0.145,GHz
cells_and_area,layout.cells.non_filler,18000,
yosys,syn_inst,8278,
setup_path,end_kind,"output pin",
setup_path,startpoint_type,"input port",
routing,firstDrtPassIters,6,
setup_path,worstSetupPathType,"in2out",
setup_path,slowest_stage,"mux2i_1",
power,total_power,11.2,mW
global_route,antenna_found_initial,489,
die,die_area,598000,um^2
cells_and_area,final_area,94900,um^2
min_path,hp-class,"in2out",
clock_network,postCtsHoldBufs,0,
power,p_switching,6.78,mW
global_route,grt_overflow,0,
clock_network,cts_setup_buffers,0,
routing,drt_iter0_markers,9335,
placed_design,placed_cell_area,94400,um^2
timing,finalSetupViolCount,3,
global_route,grt_max_degree,45,
die,die_y,773,um
power,seqPwrFrac,0,%
cells_and_area,clockBufferCount,0,
yosys,yosysWarnings,1,
cells_and_area,final_common_cell,"mux2i_1",
die,fp_util,10.4,%
power,p_sw_share,60.8,%
power,clockPowerShare,0,%
setup_path,crit_required,5.36,ns
timing,holdWs,3.74,ns
die,num_rows,276,
cells_and_area,regArea,0,um^2
global_route,grt_pass1_wl,1010000,um
status,violations,"negative setup slack",
yosys,ys_types,76,
power,power.density,118,nW/um^2
flow_run,max_cap_viol_count,0,
min_path,holdCritStartpoint,"controls[353]",
setup_path,arrival,5.56,ns
yosys,syn_area,58500,um^2
die,die_w,773,um
global_route,grt.total_usage,27.0,%
setup_path,path_common_cell,"mux2i_1",
timing,min_period_over_period,103,%
power,comb_power_share,100.0,%
routing,vias,83300,
placed_design,dp_hpwl,767000,um
die,core,565000,um^2
cells_and_area,drive_gt1_share,23.7,%
timing,relSlewSlack,9.95,%
setup_path,cpPeakStageDelay,0.82,ns
yosys,yosys_area,58500,um^2
yosys,yosys_cells,8278,
flow_run,tool_warnings,32,
## final timing paths
path	endpoint	slack, ns	depth (start not counted)
setup / recovery	data_out[291]	-0.20	9
hold / removal	data_out[314]	3.74	5
## Yosys cell counts, drive strengths merged (12+ instances only)
library cell | n | share of area [%]
mux2 | 450 | 8.7
nand3b | 28 | 0.36
o21a | 47 | 0.60
clkinv | 23 | 0.15
nor3 | 58 | 0.55
o221ai | 17 | 0.27
a211o | 15 | 0.22
nand3 | 383 | 3.3
a22oi | 196 | 2.5
and3 | 23 | 0.25
a32oi | 59 | 0.88
and2 | 50 | 0.53
nor2 | 281 | 1.8
mux2i | 2374 | 41
a22o | 193 | 2.9
a221oi | 30 | 0.48
nor4bb | 30 | 0.51
or3b | 46 | 0.69
inv | 31 | 0.20
nand2b | 202 | 2.2
a21o | 28 | 0.36
a31oi | 182 | 1.9
nor3b | 129 | 1.9
o22ai | 90 | 0.96
or2 | 12 | 0.13
a211oi | 47 | 0.61
clkbuf | 633 | 4.1
o211ai | 22 | 0.28
a222oi | 18 | 0.31
buf | 248 | 1.8
a32o | 21 | 0.36
a311oi | 55 | 0.82
and3b | 19 | 0.28
o21ai | 537 | 4.6
nand2 | 993 | 6.4
o21bai | 16 | 0.21
o22a | 13 | 0.19
nor4b | 45 | 0.93
nor2b | 75 | 0.80
a21oi | 488 | 4.2
## power groups by stage
stage	registers, mW	clock network (mW)	logic, mW
global route	0	0.00000130	11.3
CTS	0	0	10.9
finish	0	0.00000195	11.2
## worst max-delay path, delay by kind of cell
kind | cells | cell delay [ns]
AND-OR/OR-AND | 1 | 0.15
multiplexers | 4 | 1.94
AND/OR/NAND/NOR | 1 | 0.77
buffers and inverters | 3 | 1.32
## area by class of cell
type	count	area (um^2)
repair buffers	2877	29700
fillers	64100	470000
diodes	185	463
inverters	54	203
multi-input cells	7343	55200
well taps	7506	9390
## through the flow
| step | util (%) | TNS, ns |
|---|---|---|
| floorplan | - | 0 |
| global placement | 16.7 | -2.02 |
| detailed placement | 16.7 | -1.75 |
| CTS | 16.7 | 0 |
| global route | 16.8 | -0.00150 |
| finish | 16.8 | -0.464 |
## logic make-up after synthesis
kind of cell	count (synthesis)	synth area share, %
mux	2824	49.5
simple gates	2390	20.7
compound gates	2129	23.5
buf+inv	935	6.20
## routing by layer
metal / vias up / track usage, % / part of all wire, %
met5: - / 0.00790 / 0.19
met4: 246 / 19.8 / 9.3
met3: 1532 / 11.4 / 11
met2: 5252 / 37.6 / 40
met1: 40800 / 33.1 / 40
li1: 35500 / - / -
## timing repair
action                     in CTS  in global routing
gates resized                   9                  3
hold endpoints to repair        0                  0
cloned                          0                  0
setup endpoints to repair      12                 12
Power is estimated from default activity; no workload was simulated.
