## /design/flow/constraint.sdc

```tcl
current_design gsn

set clk_period 5.0
set clk_io_pct 0.2

create_clock -name clk0 -period $clk_period

set non_clock_inputs [all_inputs -no_clocks]
set_input_delay [expr $clk_period * $clk_io_pct] -clock clk0 $non_clock_inputs
set_output_delay [expr $clk_period * $clk_io_pct] -clock clk0 [all_outputs]
```

## /design/flow/run.sh

```bash
#!/bin/bash
# OpenROAD 26Q1-2900-gdf79404cd8, Yosys 0.63+post, stock flow scripts
make -C /OpenROAD-flow-scripts/flow DESIGN_CONFIG=/design/flow/config.mk WORK_HOME=/design/flow/orfs finish
```

## /design/flow/config.mk

```make
export PLATFORM = sky130hd
export DESIGN_NAME = gsn
export DESIGN_NICKNAME = gsn
export VERILOG_FILES = /design/flow/design.v
export SDC_FILE = /design/flow/constraint.sdc
export NUM_CORES = 4
export LEC_CHECK = 1
export CORE_AREA = 10 10 764 764
export DIE_AREA = 0 0 774 774
```

## /design/flow/design.v

```verilog
`timescale 1ns / 1ps
package RISCV_PKG;
    parameter 
    REG_WIDTH = 64,                      
    REG_COUNT = 32,                      
    ADDRESS_PORT_W = $clog2(REG_COUNT),  
    MLEN = 512,                          
    VLEN = 1024,                         
    ELEN = 64,                           
    BYTE = 8,                            
    NUM_LAYERS = $clog2(MLEN/BYTE),      
    OFFSET_W = $clog2(REG_WIDTH/BYTE),   
    MLENB = MLEN/BYTE,                   
    VLENB = VLEN/BYTE,                   
    ELENB = ELEN/BYTE                    
    ; 
endpackage
package vec_uop_pkg;
    typedef enum logic [1:0] {
        FU_ALU      = 2'b00,     
        FU_LOAD     = 2'b01,     
        FU_STORE    = 2'b10,     
        FU_MASK     = 2'b11      
    } fu_t;
    typedef struct packed {
        logic           valid;
        fu_t            fu;              
        logic [6:0]     opcode;          
        logic [2:0]     funct3;          
        logic [5:0]     funct6;          
        logic [4:0]     vs1;             
        logic [4:0]     vs2;             
        logic [4:0]     vd;              
        logic [9:0]     chunk_index;     
        logic           last_chunk;      
        logic [3:0]     active_lanes;    
        logic [6:0]     eew;             
        logic           mask_en;         
        logic           vta;             
        logic           vma;             
    } vec_uop_t;
endpackage
import RISCV_PKG::*;
module gsn # (parameter WIDTH = 9) (
    input [MLENB-1:0][WIDTH-1:0] data_in,
    input [NUM_LAYERS-1:0][MLENB-1:0] controls,
    output [MLENB-1:0][WIDTH-1:0] data_out
);
    wire [2*MLENB-1:0][WIDTH-1:0] layer_data [0:NUM_LAYERS];
    for (genvar elem = 0; elem < MLENB; elem = elem + 1) begin : elements
        in_node #(WIDTH) node_inst (
            .data_in(data_in[elem]),
            .control_signal(controls[0][elem]),
            .data_out_1(layer_data[0][2*elem]),
            .data_out_2(layer_data[0][2*elem+1])
        );
    end
    for (genvar layer = 1; layer < NUM_LAYERS; layer = layer + 1) begin : layers
        for (genvar elem = 0; elem < MLENB; elem = elem + 1) begin : elements
            if((1<<layer) + 2*elem+1 < 2*MLENB)begin
                switch_node #(WIDTH) node_inst (
                    .data_in_1(layer_data[layer-1][2*elem]),
                    .data_in_2(layer_data[layer-1][(1<<layer) + 2*elem+1]),
                    .control_signal(controls[layer][elem]),
                    .data_out_1(layer_data[layer][2*elem]),
                    .data_out_2(layer_data[layer][2*elem+1])
                );
            end
            else begin
                switch_node #(WIDTH) node_inst (
                    .data_in_1(layer_data[layer-1][2*elem]),
                    .data_in_2({(WIDTH){1'b0}}),  
                    .control_signal(controls[layer][elem]),
                    .data_out_1(layer_data[layer][2*elem]),
                    .data_out_2(layer_data[layer][2*elem+1])
                );
            end
        end
    end
    for (genvar elem = 0; elem < MLENB; elem = elem + 1) begin : output_assign
        out_node #(WIDTH) node_inst (
            .data_in_1(layer_data[NUM_LAYERS-1][2*elem]),
            .data_in_2(((1<<(NUM_LAYERS)) + 2*elem+1 < 2*MLENB) ? layer_data[NUM_LAYERS-1][(1<<(NUM_LAYERS)) + 2*elem+1] : {(WIDTH){1'b0}}),  
            .data_out(data_out[elem])
        );
    end
endmodule
module in_node #(parameter DATA_WIDTH = 8)(
    input [DATA_WIDTH-1:0] data_in,
    input control_signal,
    output [DATA_WIDTH-1:0] data_out_1,
    output [DATA_WIDTH-1:0] data_out_2
);
    assign data_out_1 = control_signal ? {DATA_WIDTH{1'b0}}: data_in;
    assign data_out_2 = control_signal ? data_in : {DATA_WIDTH{1'b0}};
endmodule
module out_node #(parameter DATA_WIDTH = 8)(
    input [DATA_WIDTH-1:0] data_in_1,
    input [DATA_WIDTH-1:0] data_in_2,
    output [DATA_WIDTH-1:0] data_out
);
    assign data_out = data_in_1[DATA_WIDTH-1] ? data_in_1 : data_in_2;  
endmodule
module switch_node #(parameter DATA_WIDTH = 8)(
    input [DATA_WIDTH-1:0] data_in_1,
    input [DATA_WIDTH-1:0] data_in_2,
    input control_signal,
    output [DATA_WIDTH-1:0] data_out_1,
    output [DATA_WIDTH-1:0] data_out_2
);
    assign data_out_1 = control_signal ? data_in_2 : data_in_1;
    assign data_out_2 = control_signal ? data_in_1 : data_in_2;
endmodule
```

==> results_dict.tcl <==
# metrics dict for downstream scripts
set metrics [dict create \
    status "finished, violations left" \
    violations "setup timing" \
    yosysTopAreaCellShare_pct 20.1 \
    ys_warn_count 1 \
    yosys.area.top_type "mux2i_1" \
    drc 0 \
    io_pins 1536 \
    worstSetupPathType "in -> out" \
    yosysUniqueCellTypes 83 \
    placed_area_um2 127000 \
    fmax_mhz 195 \
    yosys.area_share.adder_pct 0 \
    synthMuxAreaShare_pct 29.2 \
    power_density_nw_per_um2 168 \
    finalCritPeriodShare_pct 102 \
    slew_violations 0 \
    io_buffer_count 1536 \
    final-setup-viol-count 43 \
    power.leakage_nw 59.5 \
    drt_iter0_drc 10446 \
    fp_util_pct 10.9 \
    top_cells_by_area "mux2i_1 20%, o22ai_1 11%, a221oi_1 9.3%, mux2_2 8.6%, nand2b_1 5.6%" \
    die_w_um 774 \
    overflow 0 \
    flop-count 0 \
    die_h_um 774 \
    synth_compound_gate_area_share_pct 35.2 \
    grt_use_total_pct 31.0 \
    drt-total-wl_um 964000 \
    yosys_area_um2 61600 \
    layout-drive-gt1-share_pct 51.7 \
    num_rows 276 \
    worstMarginPinSlew_ns 1.13 \
    wire_per_inst_um 43.6 \
    detailed_place_hpwl_um 884000 \
    slew_headroom_pct 24.3 \
    synth-xor-area-share_pct 0 \
    crit_path_start_kind "input port" \
    grt_setup_unrepaired "true" \
    vias 107227 \
    logic_family "AND-OR/OR-AND gates" \
    worstPathMaxFanout 8 \
    antenna_found_initial 257 \
    die_area_um2 599000 \
    postRouteAntennaNets 0 \
    synth_cells 9016 \
    ys_cells 9016 \
    max_cap_viol_count 0 \
    coreArea_um2 566000 \
    fin_crit_ns 5.12 \
    netlist_area_um2 61600 \
    worstPathCellList "clkdlybuf4s50_1 -> buf_12 -> nand2b_1 -> buf_4 -> a221o_2 -> mux2_4 -> o22ai_4 -> buf_6 -> nor2_4 -> o21ai_4 -> buf_6 -> clkdlybuf4s50_1" \
    finalHoldViolCount 0 \
    dr.pass1.iters 6 \
    hp-class "in -> out" \
    ir_drop_mv 0.0564 \
    yosys.area_share.simple_pct 28.4 \
    grt_first_pass_wirelength_um 1180000 \
    critical-path-top-delay-family "buffers and inverters" \
    fill_cells 61406 \
    synth_area_per_cell_um2 6.83 \
    arrival_ns 4.12 \
    worst_setup_path_end_kind "output pin" \
    worst_slack_ns -0.124 \
    grt_start_max_net_pins 37 \
    ys_seq_share_pct 0 \
    n_clock_buffer 0 \
    critical_path.slowest_cell "clkdlybuf4s50_1" \
    post-route-cell-area_um2 141000 \
    register_area_um2 0 \
    viasPerCell 4.85 \
    cp_data_required_time_ns 4.00 \
    gp_congestion 1.11 \
    grt_pass1_vias 102920 \
    warnings 34 \
    fin_hold_ws_ns 2.79 \
    cp_num_buf_inv 6 \
    critPathMaxStageDelay_ns 0.51 \
    syn_to_final_growth_pct 129 \
]
## layer usage
| metal | part of all wire [%] | vias to the layer above | global-route usage, % |
|---|---|---|---|
| met5 | 0.061 | - | 0.00790 |
| met4 | 9.4 | 90 | 22.2 |
| met3 | 8.6 | 1861 | 9.08 |
| met2 | 44 | 6244 | 48.4 |
| met1 | 38 | 52763 | 36.1 |
| li1 | - | 46269 | - |
## cell usage in the layout, fill, tap and decap left out, types with 175 or more instances in the layout
master / n
mux2i_4: 177
nor2b_1: 423
and2_1: 382
mux2i_2: 175
nor2_1: 242
nand3_1: 201
mux2i_1: 892
o21ai_0: 192
o22ai_1: 891
a21oi_1: 193
buf_4: 4176
clkdlybuf4s50_1: 839
nand2_1: 792
nand2b_1: 449
a221oi_2: 280
a221oi_1: 279
buf_6: 198
buf_12: 851
o22ai_2: 190
mux2_2: 385
## timing repair
action | CTS | global route
pin swaps | 130 | 92
gates resized | 2120 | 656
hold buffers | 0 | 0
endpoints found under the setup margin | 534 | 322
setup buffers | 93 | 44
gates cloned | 16 | 10
## area by class of cell
| class | count | area, um2 | share of cell area [%] |
|---|---|---|---|
| Inverter | 65 | 249 | 0.176 |
| Antenna cell | 144 | 360 | 0.255 |
| Timing Repair Buffer | 6359 | 62400 | 44.2 |
| Multi-Input combinational cell | 8019 | 68700 | 48.7 |
| Tap cell | 7506 | 9390 | 6.66 |
## per-stage QoR
stage | setup WS, ns | power [mW] | std cells | utilization, % | setup TNS (ns)
global placement | -1.64 | 21.1 | 21811 | 22.4 | -357.01
finish | -0.124 | 23.7 | 22093 | 24.9 | -1.42
global route | -0.117 | 24.0 | 21999 | 24.9 | -0.501
CTS | -0.161 | 22.8 | 21908 | 24.3 | -0.517
floorplan | 1.29 | 5.57 | 9016 | - | 0
detailed placement | -1.57 | 21.0 | 21815 | 22.4 | -330.10
## logic make-up after synthesis
logic type | after synthesis
buf+inv | 999
compound gates | 3048
mux | 1728
simple gates | 3241
## path summary, 6_finish.rpt
path | cells after the start | slack, ns | start | end
max | 12 | -0.12 | data_in[368] | data_out[166]
min | 3 | 2.79 | controls[371] | data_out[179]
## synth_stat cells, types with 65 or more instances
cell type and count:
mux2i_1 1240, o22ai_1 1105, nand2_1 840, a221oi_1 652
nand2b_1 547, nor2b_1 537, mux2_2 472, and2_1 432
clkbuf_1 427, o21ai_0 270, nor2_1 268, a21oi_1 264
buf_2 256, nand3_1 201, buf_1 165, a221o_1 163
a22oi_1 97, nor3_1 76, a31oi_1 65, nand3b_1 65
## where the power goes
| group | internal [mW] | total, mW | switching, mW | leakage (nW) |
|---|---|---|---|---|
| logic | 10.6 | 23.7 | 13.2 | 59.5 |
| registers | 0 | 0 | 0 | 0 |
| clock network | 0.00000342 | 0.00000342 | 0 | 0.000882 |
No activity file was given, so power comes from the tool's default toggle rates.
